==> design/flow/design.v <==
module ALU (Op_A, Op_B, AddSub, ALU_out);
	input [15 : 0] Op_A, Op_B;
	input AddSub;
	output reg [15 : 0] ALU_out;
	always @ (*) begin
		if (AddSub) 
			ALU_out = Op_A + Op_B;
		else
			ALU_out = Op_A - Op_B;
	end
endmodule
module dec3to8(W, En, Y);
	input [2:0]W;
	input En;
	output [0:7] Y;
	reg [0:7] Y;
	always @(W or En)
	begin
		if (En == 1)
case (W)
3'b000: Y = 8'b10000000;
3'b001: Y = 8'b01000000;
3'b010: Y = 8'b00100000;
3'b011: Y = 8'b00010000;
3'b100: Y = 8'b00001000;
3'b101: Y = 8'b00000100;
3'b110: Y = 8'b00000010;
3'b111: Y = 8'b00000001;
endcase
else
Y = 8'b00000000;
end
endmodule
module proc (DIN, Resetn, Clock, Run, Done_out, BusOutput);
	input [15:0] DIN;
	input Resetn, Clock, Run;
	output Done_out;
	output [15:0] BusOutput;
	parameter MV = 3'd0, MVI = 3'd1, ADD = 3'd2, SUB = 3'd3; 
	reg Done;
	reg Clear;
	assign Done_out = Done;
	reg ld_A, ld_IR, ld_G, ld_EN, bus_reg_sel, bus_Gout_sel, bus_DIN_sel;
	wire [1 : 0] Tstep_Q;
	wire [2 : 0] Opcode, Rx, Ry;
	reg [7 : 0] ld_R;
	wire [8 : 0] IR;
	wire [15 : 0] Aout, ALU_out, G_out;
	reg  [15 : 0] BusWires;
	reg  [7 : 0] R_sel, ld_sel;
	wire [15 : 0] R0, R1, R2, R3, R4, R5, R6, R7;
	wire AddSub;
	assign AddSub = (Opcode == ADD);
	upcount Tstep (Clear, Clock, Tstep_Q);
	assign Opcode = IR[8 : 6];
	dec3to8 decX (IR[5:3], 1'b1, Rx);
	dec3to8 decY (IR[2:0], 1'b1, Ry);
	always @(* )	
	begin
		if (!Resetn) begin
			Clear = 1;
			ld_IR = 0;
			ld_EN = 0;
			ld_A = 0;
			ld_G = 0;
			R_sel = 8'bxxxx_xxxx;
			ld_sel = 8'bxxxx_xxxx;
			bus_reg_sel = 0;
			bus_Gout_sel = 0;
			bus_DIN_sel = 0;
			Done = 0;
		end
		else if(Run) begin
			case (Tstep_Q)
				2'b00:  
					begin
						Clear = 0;
						ld_IR = 1;
						ld_EN = 0;
						ld_A = 0;
						ld_G = 0;
						R_sel = 8'bxxxx_xxxx;
						ld_sel = 8'bxxxx_xxxx;
						bus_reg_sel = 0;
						bus_Gout_sel = 0;
						bus_DIN_sel = 0;
						Done = 0;
					end
				2'b01:  
					case (Opcode)
						MV: begin
							Clear = 0;
							ld_IR = 0;
							ld_EN = 1;
							ld_A = 0;
							ld_G = 0;
							R_sel = Ry;
							ld_sel = Rx;
							bus_reg_sel = 1;
							bus_Gout_sel = 0;
							bus_DIN_sel = 0;
							Done = 1;
						end
						MVI: begin
							Clear = 0;
							ld_IR = 0;
							ld_EN = 1;
							ld_A = 0;
							ld_G = 0;
							R_sel = 8'bxxxx_xxxx;
							ld_sel = Rx;
							bus_reg_sel = 0;
							bus_Gout_sel = 0;
							bus_DIN_sel = 1;
							Done = 1;
						end
						ADD: begin
							Clear = 0;
							ld_IR = 0;
							ld_EN = 0;
							ld_A = 1;
							ld_G = 0;
							R_sel = Rx;
							ld_sel = 8'bxxxx_xxxx;
							bus_reg_sel = 1;
							bus_DIN_sel = 0;
							bus_Gout_sel = 0;
							Done = 0;
						end
						SUB: begin
							Clear = 0;
							ld_IR = 0;
							ld_EN = 0;
							ld_A = 1;
							ld_G = 0;
							R_sel = Rx;
							ld_sel = 8'bxxxx_xxxx;
							bus_reg_sel = 1;
							bus_DIN_sel = 0;
							bus_Gout_sel = 0;
							Done = 0;
						end
						default: begin
							Clear = 0;
							ld_IR = 0;
							ld_EN = 0;
							ld_A = 0;
							ld_G = 0;
							R_sel = 8'bxxxx_xxxx;
							ld_sel = 8'bxxxx_xxxx;
							bus_reg_sel = 0;
							bus_DIN_sel = 0;
							bus_Gout_sel = 0;
							Done = 0;
						end
					endcase
				2'b10:  
					case (Opcode)
						ADD: begin
							Clear = 0;
							ld_IR = 0;
							ld_EN = 0;
							ld_A = 0;
							ld_G = 1;
							R_sel = Ry;
							ld_sel = 8'bxxxx_xxxx;
							bus_reg_sel = 1;
							bus_DIN_sel = 0;
							bus_Gout_sel = 0;
							Done = 0;
						end
						SUB: begin
							Clear = 0;
							ld_IR = 0;
							ld_EN = 0;
							ld_A = 0;
							ld_G = 1;
							R_sel = Ry;
							ld_sel = 8'bxxxx_xxxx;
							bus_reg_sel = 1;
							bus_DIN_sel = 0;
							bus_Gout_sel = 0;
							Done = 0;
						end
						default: begin
							Clear = 0;
							ld_IR = 0;
							ld_EN = 0;
							ld_A = 0;
							ld_G = 0;
							R_sel = 8'bxxxx_xxxx;
							ld_sel = 8'bxxxx_xxxx;
							bus_reg_sel = 0;
							bus_DIN_sel = 0;
							bus_Gout_sel = 0;
							Done = 0;
						end
					endcase
				2'b11:  
					case (Opcode)
						ADD: begin
							Clear = 0;
							ld_IR = 0;
							ld_EN = 1;
							ld_A = 0;
							ld_G = 0;
							R_sel = 8'bxxxx_xxxx;
							ld_sel = Rx;
							bus_reg_sel = 0;
							bus_DIN_sel = 0;
							bus_Gout_sel = 1;
							Done = 1;
						end
						SUB: begin
							Clear = 0;
							ld_IR = 0;
							ld_EN = 1;
							ld_A = 0;
							ld_G = 0;
							R_sel = 8'bxxxx_xxxx;
							ld_sel = Rx;
							bus_reg_sel = 0;
							bus_DIN_sel = 0;
							bus_Gout_sel = 1;
							Done = 1;
						end
						default: begin
							Clear = 0;
							ld_IR = 0;
							ld_EN = 0;
							ld_A = 0;
							ld_G = 0;
							R_sel = 8'bxxxx_xxxx;
							ld_sel = 8'bxxxx_xxxx;
							bus_reg_sel = 0;
							bus_DIN_sel = 0;
							bus_Gout_sel = 0;
							Done = 0;
						end
					endcase
			endcase
		end
		else begin
				Clear = 0;
				ld_IR = 0;
				ld_EN = 0;
				ld_A = 0;
				ld_G = 0;
				R_sel = 8'bxxxx_xxxx;
				ld_sel = 8'bxxxx_xxxx;
				bus_reg_sel = 0;
				bus_DIN_sel = 0;
				bus_Gout_sel = 0;
				Done = 0;			
		end
	end
	always @ (*) begin
		if (bus_reg_sel) begin
			case(R_sel) 
				8'b0000_0001: BusWires = R0;
				8'b0000_0010: BusWires = R1; 
				8'b0000_0100: BusWires = R2;
				8'b0000_1000: BusWires = R3;
				8'b0001_0000: BusWires = R4;
				8'b0010_0000: BusWires = R5;
				8'b0100_0000: BusWires = R6;
				8'b1000_0000: BusWires = R7;
				default: BusWires = 8'bxxxx_xxxx;
			endcase
		end
		else if (bus_Gout_sel) begin
				BusWires = G_out;
		end
		else if (bus_DIN_sel) begin
				BusWires = DIN;
		end
		else 	 
				BusWires = 16'bxxxx_xxxx_xxxx_xxxx;
	end	
	always @ (*) begin
		if (ld_EN) ld_R = ld_sel;
		else ld_R = 8'b0000_0000;
	end
	regn R_0 (BusWires, ld_R[0], Clock, R0);
	regn R_1 (BusWires, ld_R[1], Clock, R1);
	regn R_2 (BusWires, ld_R[2], Clock, R2);
	regn R_3 (BusWires, ld_R[3], Clock, R3);
	regn R_4 (BusWires, ld_R[4], Clock, R4);
	regn R_5 (BusWires, ld_R[5], Clock, R5);
	regn R_6 (BusWires, ld_R[6], Clock, R6);
	regn R_7 (BusWires, ld_R[7], Clock, R7);
	regn A   (BusWires, ld_A,    Clock, Aout);
	regn #(.n(9)) R_IR (DIN[15 : 7], ld_IR, Clock, IR);
	regn G   (ALU_out,  ld_G, Clock, G_out);
	ALU  alu (Aout, BusWires, AddSub, ALU_out);
	assign BusOutput = BusWires;
endmodule
module regn(Rin, ld, Clock, Q);
	parameter n = 16;
	input [n-1:0] Rin;
	input ld, Clock;
	output [n-1:0] Q;
	reg [n-1:0] Q;
	always @(posedge Clock)
		if (ld)
			Q <= Rin;
endmodule
module upcount(Clear, Clock, Q);
	input Clear, Clock;
	output [1:0] Q;
	reg [1:0] Q;
	always @(posedge Clock)
		if (Clear)
			Q <= 2'b0;
		else
			Q <= Q + 1'b1;
endmodule
==> design/flow/run.sh <==
#!/bin/bash
# OpenROAD 26Q1-2900-gdf79404cd8, Yosys 0.63+post, stock flow scripts
make -C /OpenROAD-flow-scripts/flow DESIGN_CONFIG=/design/flow/config.mk WORK_HOME=/design/flow/orfs finish
==> design/flow/config.mk <==
export PLATFORM = sky130hd
export DESIGN_NAME = proc
export DESIGN_NICKNAME = proc
export VERILOG_FILES = /design/flow/design.v
export SDC_FILE = /design/flow/constraint.sdc
export NUM_CORES = 4
export LEC_CHECK = 1
export CORE_UTILIZATION = 50
==> design/flow/constraint.sdc <==
current_design proc

set clk_period 19.1
set clk_io_pct 0.2

create_clock -name clk0 -period $clk_period [get_ports {Clock}]

set non_clock_inputs [all_inputs -no_clocks]
set_input_delay [expr $clk_period * $clk_io_pct] -clock clk0 $non_clock_inputs
set_output_delay [expr $clk_period * $clk_io_pct] -clock clk0 [all_outputs]
==> impl_metrics.py <==
# Generated from Yosys and OpenROAD reports
metrics = {
    "setup_path": {
        "cpMaxStageDelayCell": "clkdlybuf4s50_1",
        "cp-start-kind": "input pin",
        "reg2reg_depth": 20,
        "r2r_end": "G.Q[15]",
        "cp.arrival_ns": 6.42,
        "critPathLaunch": "Resetn",
        "timing.rr.start": "Tstep.Q[0]",
        "crit_path_max_incr_delay_ns": 0.58,
        "worstPathMaxFanout": 20,
        "critPathCaptureType": "output port",
        "critical_path_class": "input pin to output port",
        "cp_data_required_time_ns": 15.28,
        "cp_cell_sequence": "clkdlybuf4s50_1, nand3b_1, nor3_2, buf_4, o311ai_1, buf_4, o22ai_1, clkdlybuf4s50_1",
        "rrSetupSlack_ns": 12.95,
        "crit_end": "BusOutput[6]",
    },
    "floorplan": {
        "io_pins": 36,
        "die_area_um2": 9860,
        "dieHeight_um": 99.3,
        "die_w_um": 99.3,
        "initial_core_util_pct": 51.5,
        "core-area_um2": 9200,
        "rows": 35,
    },
    "finish": {
        "drive_above_1_share_pct": 9.52,
        "flop_area_um2": 2830,
        "nFillCells": 715,
        "fin_util_pct": 59.4,
        "logic_area_um2": 1810,
        "mostFrequentLayoutCells": "89 x edfxtp_1, 35 x clkdlybuf4s50_1, 26 x xnor2_1",
        "syn_to_final_growth_pct": 15.3,
        "lay_top_count": "edfxtp_1",
    },
    "drt": {
        "wirelength_um": 10300,
        "first_pass_iters": 5,
        "wl_per_cell_um": 20.2,
        "n_antenna_cell": 0,
        "first_iter_violations": 169,
        "vias_per_cell": 5.85,
        "drc_errors": 0,
        "ant_nets": 0,
        "num_vias": 2986,
    },
    "yosys": {
        "seq_area_frac_synth_pct": 59.8,
        "yosys_cells": 344,
        "syn-cell-area_um2": 4740,
        "synthFlopType": "edfxtp_1",
        "syn_area_per_cell_um2": 13.8,
        "synthCells": 344,
        "ys_types": 49,
        "edf_count": 89,
        "yosysChipArea_um2": 4740,
        "ys.flops": 97,
        "ys_warn_count": 8,
        "async_reset_ff_share_pct": 0,
    },
    "pwr": {
        "comb_power_share_pct": 13.6,
        "power.total_mw": 0.425,
        "p_leak_nw": 1.85,
        "clockPowerShare_pct": 30.3,
        "seqPwrFrac_pct": 56.1,
        "peakVddDrop_v": 0.0000415,
        "p_int_mw": 0.323,
        "pwr_density_cell_nw_per_um2": 77.8,
        "switching_share_pct": 23.9,
        "power.switching_mw": 0.102,
    },
    "global_route": {
        "grt_overflow": 0,
        "grt_antenna_before_repair": 0,
        "grt_pass1_vias": 2947,
        "grt_max_degree": 21,
        "gr-usage-all-layers_pct": 23.5,
        "grt_pass1_wl_um": 16100,
    },
    "flow_run": {
        "warnings": 32,
        "maxCapViolCount": 0,
    },
    "clock_network": {
        "cts_buffer_depth": 2,
        "htree_levels": 3,
        "worstSkewPairLatency_ns": 0.36,
        "cts-buffers-inserted": 9,
        "cts_resized": 0,
        "cts_setup_buffers": 0,
        "root_buffer": "clkbuf_8",
        "cts.sinks": 97,
        "clk_pin_slew_worst_paths_ns": 0.09,
        "cts_hold_buffers": 0,
        "cts_tree": "built",
    },
    "place": {
        "port-buffer-count": 35,
        "gp_congestion": 0.804,
        "place_hpwl_um": 6750,
    },
    "sta": {
        "fmax_mhz": 97.6,
        "setup_viol": 0,
        "hold_viol": 0,
        "post-route-period-util_pct": 53.6,
        "tns_ns": 0,
        "rsz0062_at_grt": "false",
        "slew_headroom_pct": 45.5,
        "drv_slew": 0,
        "worst_pin_slew_ns": 0.795,
        "period_minus_slack_ns": 10.24,
        "finClkSkew_ns": 0.0102,
    },
    "hold_path": {
        "worstHoldPathType": "register to register",
    },
    "outcome": {
        "outcome": "finished, final reports clean",
    },
}
## worst min path at each step
stage / from / end / slack [ns] / cells past startpoint
finish: Tstep.Q[0] / Tstep.Q[0] / 0.50 / 1
global route: Tstep.Q[0] / Tstep.Q[0] / 0.55 / 1
CTS: Tstep.Q[0] / Tstep.Q[0] / 0.51 / 1
## power by group through the flow
stage	logic, mW	clock network (mW)	registers (mW)
after CTS	0.0578	0.133	0.238
after global routing	0.0647	0.142	0.239
final	0.0578	0.129	0.238
## cell type report
cell class              instances  share of cell area, %
well taps                     111                   2.54
multi-input cells             226                   33.2
clock buffers                  10                   2.34
inverters                      14                  0.962
clock inverters                 5                   1.05
flip-flops and latches         97                   51.9
repair buffers                 47                   8.07
## worst max-delay path, delay by kind of cell
kind / cells / cell delay (ns)
AND/OR/NAND/NOR: 2 / 0.34
buffers and inverters: 4 / 1.62
AND-OR/OR-AND: 2 / 0.65
## state kept, by name, indices dropped and copies added (netlist names)
| name | flops |
|---|---|
| decX.Y | 3 |
| G.Q | 16 |
| R_2.Q | 16 |
| R_IR.Q | 9 |
| R_0.Q | 16 |
| R_1.Q | 16 |
| Tstep.Q | 2 |
| decY.Y | 3 |
| A.Q | 16 |
## logic make-up after synthesis
family	synth area share (%)
mux	5.52
buf+inv	2.06
flops	59.8
fa+ha+maj	6.76
xor+xnor	5.73
simple gates	9.33
compound gates	10.8
## cell usage after synthesis (2+ instances only)
library cell | n | share of area (%)
buf_6 | 2 | 0.48
nand3_1 | 4 | 0.42
a21o_1 | 3 | 0.48
ha_1 | 24 | 6.3
o22a_1 | 4 | 0.74
a31oi_1 | 3 | 0.40
mux2_2 | 5 | 1.2
nand2_1 | 9 | 0.71
and3_1 | 4 | 0.53
or3_1 | 5 | 0.66
nor2b_1 | 8 | 1.1
xor2_1 | 5 | 0.92
nand3b_1 | 5 | 0.79
inv_1 | 14 | 1.1
xnor2_1 | 26 | 4.8
o22ai_1 | 2 | 0.26
and2_1 | 5 | 0.66
nor3b_1 | 7 | 1.1
o21ai_0 | 8 | 0.85
mux2i_1 | 19 | 4.0
nor2_1 | 14 | 1.1
a21oi_1 | 18 | 1.9
a222oi_1 | 16 | 3.4
o31ai_1 | 2 | 0.32
a211oi_1 | 4 | 0.63
o41ai_1 | 2 | 0.37
buf_2 | 3 | 0.32
dfxtp_1 | 8 | 3.4
nand2b_1 | 2 | 0.26
o211ai_1 | 2 | 0.32
nor3_1 | 5 | 0.53
edfxtp_1 | 89 | 56
## stage by stage
step / setup WS, ns / instances / cell area [um2] / hold slack [ns]
6_report: 8.86 / 510 / 5460 / 0.505
5_1_grt: 8.66 / 510 / 5460 / 0.551
4_1_cts: 8.84 / 510 / 5460 / 0.514
3_5_place_dp: 8.87 / 495 / 5280 / 0.490
3_3_place_gp: 8.92 / 495 / 5280 / 0.492
2_1_floorplan: 10.14 / 344 / 4740 / 0.455
## per-layer routing
layer  track usage, %  vias to the layer above  wire, um
met1             39.7                     1417      4790
li1                 -                     1439         -
met5                0                        -         0
met4             2.60                        0       123
met2             33.2                      120      4480
met3             9.01                       10       882
No activity file was given, so power comes from the tool's default toggle rates.
